==> /design/flow/design.v <==
`timescale 1ns / 1ps
module full_adder(
input a,
input b,
input carry,
output reg sout,
output reg cout
    );
    always@* begin
        sout= a^b^carry;
        cout = (a & b) | (b & carry) | (carry & a);
    end
endmodule
`timescale 1ns / 1ps
module ripple_adder(
input clk,
input [63:0]A,
input [63:0]B,
output [63:0]sum
    );
    wire [63:0]carry;
        full_adder fa0(.a(A[0]),   .b(B[0]),   .carry(1'b0),          .cout(carry[0]),   .sout(sum[0]));
        full_adder fa1(.a(A[1]),   .b(B[1]),   .carry(carry[0]),      .cout(carry[1]),   .sout(sum[1]));
        full_adder fa2(.a(A[2]),   .b(B[2]),   .carry(carry[1]),      .cout(carry[2]),   .sout(sum[2]));
        full_adder fa3(.a(A[3]),   .b(B[3]),   .carry(carry[2]),      .cout(carry[3]),   .sout(sum[3]));
        full_adder fa4(.a(A[4]),   .b(B[4]),   .carry(carry[3]),      .cout(carry[4]),   .sout(sum[4]));
        full_adder fa5(.a(A[5]),   .b(B[5]),   .carry(carry[4]),      .cout(carry[5]),   .sout(sum[5]));
        full_adder fa6(.a(A[6]),   .b(B[6]),   .carry(carry[5]),      .cout(carry[6]),   .sout(sum[6]));
        full_adder fa7(.a(A[7]),   .b(B[7]),   .carry(carry[6]),      .cout(carry[7]),   .sout(sum[7]));
        full_adder fa8(.a(A[8]),   .b(B[8]),   .carry(carry[7]),      .cout(carry[8]),   .sout(sum[8]));
        full_adder fa9(.a(A[9]),   .b(B[9]),   .carry(carry[8]),      .cout(carry[9]),   .sout(sum[9]));
        full_adder fa10(.a(A[10]), .b(B[10]),  .carry(carry[9]),      .cout(carry[10]),  .sout(sum[10]));
        full_adder fa11(.a(A[11]), .b(B[11]),  .carry(carry[10]),     .cout(carry[11]),  .sout(sum[11]));
        full_adder fa12(.a(A[12]), .b(B[12]),  .carry(carry[11]),     .cout(carry[12]),  .sout(sum[12]));
        full_adder fa13(.a(A[13]), .b(B[13]),  .carry(carry[12]),     .cout(carry[13]),  .sout(sum[13]));
        full_adder fa14(.a(A[14]), .b(B[14]),  .carry(carry[13]),     .cout(carry[14]),  .sout(sum[14]));
        full_adder fa15(.a(A[15]), .b(B[15]),  .carry(carry[14]),     .cout(carry[15]),  .sout(sum[15]));
        full_adder fa16(.a(A[16]), .b(B[16]),  .carry(carry[15]),     .cout(carry[16]),  .sout(sum[16]));
        full_adder fa17(.a(A[17]), .b(B[17]),  .carry(carry[16]),     .cout(carry[17]),  .sout(sum[17]));
        full_adder fa18(.a(A[18]), .b(B[18]),  .carry(carry[17]),     .cout(carry[18]),  .sout(sum[18]));
        full_adder fa19(.a(A[19]), .b(B[19]),  .carry(carry[18]),     .cout(carry[19]),  .sout(sum[19]));
        full_adder fa20(.a(A[20]), .b(B[20]),  .carry(carry[19]),     .cout(carry[20]),  .sout(sum[20]));
        full_adder fa21(.a(A[21]), .b(B[21]),  .carry(carry[20]),     .cout(carry[21]),  .sout(sum[21]));
        full_adder fa22(.a(A[22]), .b(B[22]),  .carry(carry[21]),     .cout(carry[22]),  .sout(sum[22]));
        full_adder fa23(.a(A[23]), .b(B[23]),  .carry(carry[22]),     .cout(carry[23]),  .sout(sum[23]));
        full_adder fa24(.a(A[24]), .b(B[24]),  .carry(carry[23]),     .cout(carry[24]),  .sout(sum[24]));
        full_adder fa25(.a(A[25]), .b(B[25]),  .carry(carry[24]),     .cout(carry[25]),  .sout(sum[25]));
        full_adder fa26(.a(A[26]), .b(B[26]),  .carry(carry[25]),     .cout(carry[26]),  .sout(sum[26]));
        full_adder fa27(.a(A[27]), .b(B[27]),  .carry(carry[26]),     .cout(carry[27]),  .sout(sum[27]));
        full_adder fa28(.a(A[28]), .b(B[28]),  .carry(carry[27]),     .cout(carry[28]),  .sout(sum[28]));
        full_adder fa29(.a(A[29]), .b(B[29]),  .carry(carry[28]),     .cout(carry[29]),  .sout(sum[29]));
        full_adder fa30(.a(A[30]), .b(B[30]),  .carry(carry[29]),     .cout(carry[30]),  .sout(sum[30]));
        full_adder fa31(.a(A[31]), .b(B[31]),  .carry(carry[30]),     .cout(carry[31]),  .sout(sum[31]));
        full_adder fa32(.a(A[32]), .b(B[32]),  .carry(carry[31]),     .cout(carry[32]),  .sout(sum[32]));
        full_adder fa33(.a(A[33]), .b(B[33]),  .carry(carry[32]),     .cout(carry[33]),  .sout(sum[33]));
        full_adder fa34(.a(A[34]), .b(B[34]),  .carry(carry[33]),     .cout(carry[34]),  .sout(sum[34]));
        full_adder fa35(.a(A[35]), .b(B[35]),  .carry(carry[34]),     .cout(carry[35]),  .sout(sum[35]));
        full_adder fa36(.a(A[36]), .b(B[36]),  .carry(carry[35]),     .cout(carry[36]),  .sout(sum[36]));
        full_adder fa37(.a(A[37]), .b(B[37]),  .carry(carry[36]),     .cout(carry[37]),  .sout(sum[37]));
        full_adder fa38(.a(A[38]), .b(B[38]),  .carry(carry[37]),     .cout(carry[38]),  .sout(sum[38]));
        full_adder fa39(.a(A[39]), .b(B[39]),  .carry(carry[38]),     .cout(carry[39]),  .sout(sum[39]));
        full_adder fa40(.a(A[40]), .b(B[40]),  .carry(carry[39]),     .cout(carry[40]),  .sout(sum[40]));
        full_adder fa41(.a(A[41]), .b(B[41]),  .carry(carry[40]),     .cout(carry[41]),  .sout(sum[41]));
        full_adder fa42(.a(A[42]), .b(B[42]),  .carry(carry[41]),     .cout(carry[42]),  .sout(sum[42]));
        full_adder fa43(.a(A[43]), .b(B[43]),  .carry(carry[42]),     .cout(carry[43]),  .sout(sum[43]));
        full_adder fa44(.a(A[44]), .b(B[44]),  .carry(carry[43]),     .cout(carry[44]),  .sout(sum[44]));
        full_adder fa45(.a(A[45]), .b(B[45]),  .carry(carry[44]),     .cout(carry[45]),  .sout(sum[45]));
        full_adder fa46(.a(A[46]), .b(B[46]),  .carry(carry[45]),     .cout(carry[46]),  .sout(sum[46]));
        full_adder fa47(.a(A[47]), .b(B[47]),  .carry(carry[46]),     .cout(carry[47]),  .sout(sum[47]));
        full_adder fa48(.a(A[48]), .b(B[48]),  .carry(carry[47]),     .cout(carry[48]),  .sout(sum[48]));
        full_adder fa49(.a(A[49]), .b(B[49]),  .carry(carry[48]),     .cout(carry[49]),  .sout(sum[49]));
        full_adder fa50(.a(A[50]), .b(B[50]),  .carry(carry[49]),     .cout(carry[50]),  .sout(sum[50]));
        full_adder fa51(.a(A[51]), .b(B[51]),  .carry(carry[50]),     .cout(carry[51]),  .sout(sum[51]));
        full_adder fa52(.a(A[52]), .b(B[52]),  .carry(carry[51]),     .cout(carry[52]),  .sout(sum[52]));
        full_adder fa53(.a(A[53]), .b(B[53]),  .carry(carry[52]),     .cout(carry[53]),  .sout(sum[53]));
        full_adder fa54(.a(A[54]), .b(B[54]),  .carry(carry[53]),     .cout(carry[54]),  .sout(sum[54]));
        full_adder fa55(.a(A[55]), .b(B[55]),  .carry(carry[54]),     .cout(carry[55]),  .sout(sum[55]));
        full_adder fa56(.a(A[56]), .b(B[56]),  .carry(carry[55]),     .cout(carry[56]),  .sout(sum[56]));
        full_adder fa57(.a(A[57]), .b(B[57]),  .carry(carry[56]),     .cout(carry[57]),  .sout(sum[57]));
        full_adder fa58(.a(A[58]), .b(B[58]),  .carry(carry[57]),     .cout(carry[58]),  .sout(sum[58]));
        full_adder fa59(.a(A[59]), .b(B[59]),  .carry(carry[58]),     .cout(carry[59]),  .sout(sum[59]));
        full_adder fa60(.a(A[60]), .b(B[60]),  .carry(carry[59]),     .cout(carry[60]),  .sout(sum[60]));
        full_adder fa61(.a(A[61]), .b(B[61]),  .carry(carry[60]),     .cout(carry[61]),  .sout(sum[61]));
        full_adder fa62(.a(A[62]), .b(B[62]),  .carry(carry[61]),     .cout(carry[62]),  .sout(sum[62]));
        full_adder fa63(.a(A[63]), .b(B[63]),  .carry(carry[62]),     .cout(carry[63]),  .sout(sum[63]));  
endmodule
==> /design/flow/run.sh <==
#!/bin/bash
# OpenROAD 26Q1-2900-gdf79404cd8, Yosys 0.63+post, stock flow scripts
make -C /OpenROAD-flow-scripts/flow DESIGN_CONFIG=/design/flow/config.mk WORK_HOME=/design/flow/orfs finish
==> /design/flow/config.mk <==
export PLATFORM = sky130hd
export DESIGN_NAME = ripple_adder
export DESIGN_NICKNAME = ripple_adder
export VERILOG_FILES = /design/flow/design.v
export SDC_FILE = /design/flow/constraint.sdc
export NUM_CORES = 4
export LEC_CHECK = 1
export CORE_AREA = 10 10 123 123
export DIE_AREA = 0 0 133 133
==> /design/flow/constraint.sdc <==
current_design ripple_adder

set clk_period 22.3
set clk_io_pct 0.2

create_clock -name clk0 -period $clk_period

set non_clock_inputs [all_inputs -no_clocks]
set_input_delay [expr $clk_period * $clk_io_pct] -clock clk0 $non_clock_inputs
set_output_delay [expr $clk_period * $clk_io_pct] -clock clk0 [all_outputs]
==> summary.txt <==
On the backend side, the flow ran end to end.

The flow ran to the end, but the final reports show violations. The checks that failed: setup timing. The design draws 88.72 µW. In the final layout, flip-flops and latches occupy 0 µm². The worst hold path belongs to the class primary input to primary output.

The number of warnings issued by yosys stands at 1. The largest net degree at the start of global routing stands at 2. The worst setup path is launched from a primary input. The stat command in Yosys gives a chip area of 1758 µm². The cell count after placement stands at around 430. The worst pin sits at a relative slew slack of 0.9034. After detailed routing, the average wire length per cell comes to between 15 and 20 µm. Per the detail_route report, DRC violations left total 0. Setup repair after global routing could not meet its margin everywhere. The fraction of layout cells with a size suffix above 1 stands at 0.3633. The routed via count stands at 1394. During I/O placement, the number of pins put on the boundary was 193. The script extracted a total leakage power of 0.001182 µW. The final instance count without filler cells stands at ~430.

In the global route stage, met3 resource usage came out at 0.07840. The final worst-path setup slack stands at -9.061 ns. Port buffering added 192 buffers. The number of distinct library cell variants in the gate-level netlist after synthesis stands at 4.

The routability congestion estimate from global placement stands at 0.7699. A synthesized cell averages roughly 14 µm². In the final report, the number of pins over their slew limit comes to 0. The area growth from synthesis to final layout stands at 95.94%.

Per the OpenROAD floorplan log, the width of the die is ~130 µm. The post-layout minimum cycle time stands at approximately 31 ns. The number of hold buffers added after cts stands at 0. In this run the cell area of the synthesized design comes to about 1800 µm². For the pin with the worst max-slew slack, the measured transition is ~0.14 ns. The leftover overflow at the end of global routing stands at 0. After the first detailed-routing iteration, the DRC count stood at 13. Per the OpenROAD floorplan log, the height of the die is between 100 and 150 µm. The floorplan step defined a core boundary enclosing 12570 µm². Ranking logic cells in the layout by count gives the top entries 161 x sky130_fd_sc_hd__clkdlybuf4s50_1, 62 x sky130_fd_sc_hd__fa_2, 27 x sky130_fd_sc_hd__buf_2. Before CTS, the worst setup slack after placement is -9.713 ns. The finished layout reports a core utilization of 0.2741. The script logs the ratio of routed vias to standard cells as ~3.3. In this run the remaining antenna-violating nets after routing total 0.

For this run, the final setup violation count is recorded as 26. The peak fanout along the critical path stands at 1. The first global-routing pass estimated roughly 10000 µm of wire. The upper clock frequency limit stands at around 0.032 GHz. The number of global-route vias before repair stands at 1745. The total negative slack for setup checks stands at -121.61 ns. The number of cells reported by Yosys stat comes to 128. Synthesis produced a netlist whose cell count is ~130. Looking at the critical path, the single cell with the biggest stage delay is sky130_fd_sc_hd__clkdlybuf4s50_1.

The initial antenna violation count stands at 1. STA classifies the critical path endpoint as a primary output. The number of clock buffers in the layout stands at 0. The combined global-route utilization of all metal layers stands at 0.07467. On the worst path, the slowest cell contributes a delay of around 0.47 ns. The required time reported for the critical path endpoint stands at ~18 ns.

The sequential fraction of the synthesis area stands at 0. Looking at the VDD voltage map, the peak drop is around 0.0000079 V. Of the available clock period, the critical path in the final layout requires 1.406. The number of max-cap violations stands at 0. In the floorplan report the effective utilization is 0.1399.

The hold violation total from the final report stands at 0. The first-pass detailed-route iteration total stands at 2. The number of post-CTS setup repair buffers stands at 0.

The number of flip-flops and latches stands at 0. The critical path in this run is classified as primary input to primary output. The total power divided by cell area stands at roughly 26 nW/µm².

Among the stages of the critical path, the cell type that occurs most often is sky130_fd_sc_hd__fa_2. In the global route stage, met1 resource usage came out at 0.09068. Detailed placement finished with a half-perimeter wire length of 6730 µm. Global routing put the most usage on met2. Antenna repair during routing inserted a diode count of 0.

met2 track demand over resource after global routing is 0.09519. For the worst setup path, the data arrival time is between 20 and 30 ns. After detailed routing, the total wire length is just under 7000 µm. The number of logged tool warnings stands at 36. The most common logic cell in the final layout is sky130_fd_sc_hd__clkdlybuf4s50_1.

For reference, the placement row count at floorplan is about 41. The area of the chip stands at 17690 µm².
==> layer usage <==
metal	routed length, µm	vias up	share of wire
li1	-	578	-
met1	2682	620	0.39
met2	2315	192	0.34
met3	1782	2	0.26
met4	1	2	0.00015
met5	13	-	0.0019
==> cells by family (layout without fill, tap and decap cells) <==
| family | after synthesis | in the layout | share of synthesized area |
|---|---|---|---|
| buf+inv | 64 | 192 | 0.2733 |
| fa+ha+maj | 63 | 63 | 0.7132 |
| xor+xnor | 1 | 1 | 0.01352 |
==> metrics by stage <==
step,instance area [µm²],hold WS [ns]
floorplan,1923,9.089
global placement,3580,9.933
detailed placement,3580,9.928
CTS,3446,9.560
global route,3445,9.562
finish,3445,9.549
==> timing repair <==
action                                  4_1_cts  5_1_grt
pin swaps                                     1        0
resized                                     103        3
gates cloned                                  0        0
endpoints found under the hold margin         0        0
endpoints found under the setup margin       29       28
==> area by class of cell <==
type	instances	area, µm²
Fill cell	1325	9124
Multi-Input combinational cell	64	1445
Timing Repair Buffer	192	1784
Tap cell	172	215.2
==> cell usage after synthesis (all sizes together) <==
master | count | area [µm²]
buf | 64 | 480.5
fa | 62 | 1241
ha | 1 | 12.51
xor3 | 1 | 23.77
==> path summary, 6_finish.rpt <==
path / startpoint / end / slack (ns) / cells past startpoint
hold / removal: B[0] / sum[0] / 9.55 / 3
setup / recovery: A[0] / sum[63] / -9.06 / 66
==> critical path, delay by kind of cell <==
kind | cells | cell delay [ns]
xor gates and xnor gates | 1 | 0.19
adders and majority gates | 63 | 21.65
buffers and inverters | 2 | 0.57
==> power by group <==
group | switching (µW) | total (µW) | leakage [µW] | internal [µW]
registers | 0 | 0 | 0 | 0
clock network | 0 | 0 | 0 | 0
logic | 26.1 | 88.7 | 0.00118 | 62.6
Power is estimated from default activity; no workload was simulated.
