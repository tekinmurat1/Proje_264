File: /design/flow/design.v
module carry_lookahead_adder
  (
   input [63:0] i_add1,
   input [63:0] i_add2,
   output [64:0]  o_result
   );
  wire [64:0]   c;
  wire [64:0]   g;
  wire [64:0]   p;
  wire [64:0]   sum;
  genvar i;
  generate
    for (i=0; i<64; i=i+1) 
      begin
        full_adder full_adder_inst
            ( 
              .a(i_add1[i]),
              .b(i_add2[i]),
              .carry(c[i]),
              .sout(sum[i])
              );
      end
  endgenerate
  genvar j;
  generate
    for (j=0; j<64; j=j+1) 
      begin
        assign g[j]   = i_add1[j] & i_add2[j];
        assign p[j]   = i_add1[j] | i_add2[j];
        assign c[j+1] = g[j] | (p[j] & c[j]);
      end
  endgenerate
  assign c[0] = 1'b0; 
  assign o_result =  sum;   
endmodule 
`timescale 1ns / 1ps
module full_adder(
input a,
input b,
input carry,
output reg sout,
output reg cout
    );
    always@* begin
        sout= a^b^carry;
        cout = (a & b) | (b & carry) | (carry & a);
    end
endmodule
File: /design/flow/run.sh
#!/bin/bash
# OpenROAD 26Q1-2900-gdf79404cd8, Yosys 0.63+post, stock flow scripts
make -C /OpenROAD-flow-scripts/flow DESIGN_CONFIG=/design/flow/config.mk WORK_HOME=/design/flow/orfs finish
File: /design/flow/config.mk
export PLATFORM = sky130hd
export DESIGN_NAME = carry_lookahead_adder
export DESIGN_NICKNAME = carry_lookahead_adder
export VERILOG_FILES = /design/flow/design.v
export SDC_FILE = /design/flow/constraint.sdc
export NUM_CORES = 4
export LEC_CHECK = 1
export CORE_AREA = 10 10 125 125
export DIE_AREA = 0 0 135 135
File: /design/flow/constraint.sdc
current_design carry_lookahead_adder

set clk_period 32.7
set clk_io_pct 0.2

create_clock -name clk0 -period $clk_period

set non_clock_inputs [all_inputs -no_clocks]
set_input_delay [expr $clk_period * $clk_io_pct] -clock clk0 $non_clock_inputs
set_output_delay [expr $clk_period * $clk_io_pct] -clock clk0 [all_outputs]
==> run notes <==
According to the I/O placement log, the pin count is 193. The tools report the total power of the final layout as 0.0672 mW. The run finished, with violations left. The worst path needs 35420 ps of the cycle, external delays included.

Setup repair after global routing could not meet its margin everywhere. The run gives 0 as the initial antenna violation count. The most critical hold endpoint after final layout shows a slack of 13730 ps.

The die outline width works out to 135 um. The maximum number of pins on one net before global-route repair was 2. The number of cell instances after yosys synthesis is 139, and the via total after detailed routing is 1418.

At the end of the flow the core is filled with cells to 28.0%. According to the timing report, the arrival time at the worst endpoint equals 28880 ps. Warnings reported by Yosys during synthesis add up to 2.

Each instance of the synthesized netlist takes up on average 13.0 sq um. OpenSTA, run right after detailed placement, puts the worst setup slack at -3400 ps. The finished layout holds 438 standard cells, fillers aside. The number of maximum-capacitance violations recorded for the run is 0.

The chip area came out at 0.0182 sq mm. STA reports the tightest min-delay check as being of type input pin to output pin. STA classifies the critical path startpoint as an input pin. With the peak clock frequency supported by timing at 28.2 MHz, the aggregate global routing overflow is 0. The tools report the count of placed standard cells including taps as 438. The kind of capture point of the worst setup path was an output pin. The critical path is of the input pin to output pin type. Once the floorplan was initialized, standard cells occupied 14.1% of the core. In this run the cell area of the synthesized design comes to 0.00180 sq mm. The sequential area share after synthesis was 0%; the total count of max-transition violations in the final report was 0.

The share of final-layout standard cells stronger than drive strength 1 is 28.9%, and the number of flip-flops and latches is 0. The leakage power in the latest report is 1.24 nW. Post-layout period usage of the worst path: 108%. For this run the detailed placement stage logged an HPWL of 7080 um. The first detailed-routing pass ran for 2 iterations. The cell with the largest stage delay on the worst path was sky130_fd_sc_hd__clkdlybuf4s50_1.

The tools report the global placer's final weighted congestion as 0.910. Looking at area per cell type in the netlist, the leader is sky130_fd_sc_hd__fa_1. The run gives 0 as the post-detailed-route count of antenna-violating nets. The via count of the first global-routing pass came out at 1830. The count of inserted antenna diode cells came out at 0.

Buffers placed on the I/O ports in this run total 192. The logs give 0 for the hold violation total from the final report and 7.48% for the total track usage. On the worst path, the slowest cell contributes a delay of 420 ps.

Endpoints with negative setup slack in the final report add up to 9. In the routed layout, each cell is associated on average with a via count of 3.24. The tools report the first-iteration detailed-routing DRC count as 4.

The floorplan has 41 rows. Cell repeated most along the worst path: sky130_fd_sc_hd__fa_2. In the post-synthesis netlist, the cell with the most instances is sky130_fd_sc_hd__buf_4.

The checks that failed: negative setup slack. Maximum fanout along the worst path: 1. The synthesized netlist contains 6 unique library cells. The run gives 7190 um for the wire length reported by the detailed router.

The synthesis-to-finish area growth works out to 98.2%. The number of DRC violations after detailed routing is 0. The run gives 135 um for the die height. Yosys attributes the largest share of cell area to sky130_fd_sc_hd__fa_1 69%, sky130_fd_sc_hd__buf_4 27%, sky130_fd_sc_hd__inv_1 1.9%. After synthesis, the largest area contributor takes up 68.9% of total cell area.

The cell count after synthesis was 139; the required time at the endpoint of the critical path was 26160 ps. The count of clock buffers in the final design is 0. The synthesis run shows the most used standard cells to be 65 x sky130_fd_sc_hd__buf_4, 62 x sky130_fd_sc_hd__fa_1, 9 x sky130_fd_sc_hd__inv_1. In this run the tools logged warnings totalling 35. The detail-routed net length per standard cell came out at 16.4 um.

The core area is 0.0128 sq mm, and the total cell area reported by yosys after synthesis is 0.00180 sq mm. The run gives -2720 ps for the worst setup margin. The count of fill cells added during filler insertion is 1313, and the power density of the placed cells is 18.8 mW/mm^2. The worst VDD IR drop from the latest analysis is 0.00625 mV. The first global-routing pass estimated 10300 um of wire. The area taken by flip-flops and latches came out at 0 sq um.
==> power by group <==
group	internal [mW]	total (mW)	leakage (nW)	switching, mW
Sequential	0	0	0	0
Combinational	0.0481	0.0672	1.24	0.0191
Clock	0	0	0	0
Total	0.0481	0.0672	1.24	0.0191
==> metrics by stage <==
| stage | area (sq um) | setup TNS, ps |
|---|---|---|
| finish | 3570 | -12670 |
| global route | 3570 | -17300 |
| CTS | 3570 | -13490 |
| detailed placement | 3610 | -20970 |
| global placement | 3610 | -20670 |
| floorplan | 1960 | -7270 |
==> layer usage <==
| metal | wire length (um) | GRT usage (%) | up-vias | share of wire [%] |
|---|---|---|---|---|
| li1 | - | - | 597 | - |
| met1 | 2560 | 7.95 | 649 | 36 |
| met2 | 2970 | 12.1 | 172 | 41 |
| met3 | 1660 | 6.02 | 0 | 23 |
| met4 | 0 | 0 | 0 | 0 |
| met5 | 0 | 0 | - | 0 |
==> cell families after synthesis <==
logic type	count (synthesis)	synth area share (%)
XOR/XNOR	1	1.25
adder cells (fa/ha/maj)	63	69.6
buffers and inverters	74	29.0
other	1	0.208
==> cells in the final DEF, fill, tap and decap left out <==
cell type / count
sky130_fd_sc_hd__buf_2: 9
sky130_fd_sc_hd__inv_1: 6
sky130_fd_sc_hd__dlymetal6s2s_1: 1
sky130_fd_sc_hd__conb_1: 1
sky130_fd_sc_hd__clkdlybuf4s15_1: 1
sky130_fd_sc_hd__ha_4: 1
sky130_fd_sc_hd__xnor3_1: 1
sky130_fd_sc_hd__clkbuf_2: 1
sky130_fd_sc_hd__buf_6: 2
sky130_fd_sc_hd__fa_1: 1
sky130_fd_sc_hd__inv_2: 3
sky130_fd_sc_hd__fa_2: 61
sky130_fd_sc_hd__clkdlybuf4s50_1: 178
==> worst paths after layout <==
check	startpoint	endpoint	slack [ps]	cells past startpoint
hold / removal	i_add2[0]	o_result[0]	13730	3
setup / recovery	i_add1[0]	o_result[63]	-2720	69
==> critical path, delay by kind of cell <==
family	cells	cell delay [ps]
xor+xnor	1	210
buf+inv	5	680
fa+ha+maj	63	21450
==> what timing repair did <==
item | 4_1_cts | 5_1_grt
resized | 45 | 3
pin swaps | 1 | 0
hold buffers | 0 | 0
buffers inserted | 0 | 0
setup endpoints to repair | 11 | 11
==> area by class of cell <==
class	instances	area, sq um	area share [%]
multi-input cells	65	1450	40.5
well taps	172	215	6.03
repair buffers	192	1880	52.6
inverters	9	33.8	0.946
No activity file was given, so power comes from the tool's default toggle rates.
