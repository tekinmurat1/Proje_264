--- flow/design.v ---
`timescale 1ns / 1ps
module koggoe_stone_adder#(parameter n=64)(
       input [n-1:0]a,b,
       input cin,
        output [n-1:0]g,       
        output [n:0]h,         
        output c               
       );
  wire [n-1:0]m,w;              
  wire  [n-1:1]x,y;             
  wire  [n-1:2]u,v;             
  wire   [n-1:4]j,k;            
  wire   [n-1:8]p,q;            
  wire   [n-1:16]z,l;           
  wire   [n-1:32]s,t;           
  wire   [n-1:0]su;             
 genvar i;
 generate
      for(i=0;i<=n-1;i=i+1)
         begin
              p p0(a[i],b[i],m[i],w[i]);                   
             if(i==0)                       
                   assign su[i]=cin^m[i];   
             else                   
                   begin
                        q q0(m[i-1],m[i],w[i],w[i-1],x[i],y[i]);         
                           if(i==1)
                             begin
                               assign su[i]=m[i]^w[i-1];         
                             end  
                         if(i>1)                                      
                              begin
                                  if(i==2)
                                         begin
                                        q q1(m[i-2],x[i],y[i],n[i-2],u[i],v[i]);      
                                          assign su[i]=m[i]^y[i-1];
                                         end
                                  else
                                         begin
                                           q q2(x[i-2],x[i],y[i],y[i-2],u[i],v[i]);    
                                             if(i==3)
                                                assign su[i]=m[i]^v[i-1];
                                          end
                                  if(i>3)
                                      begin
                                                 if(i==4)
                                                    begin
                                                      q q3(m[i-4],u[i],v[i],n[i-4],j[i],k[i]);      
                                                      assign su[i]=m[i]^v[i-1];
                                                    end
                                                  else if(i==5)
                                                     begin
                                                       q q4(x[i-4],u[i],v[i],y[i-4],j[i],k[i]);      
                                                       assign su[i]=m[i]^k[i-1];
                                                     end
                                                  else
                                                     begin
                                                       q q5(u[i-4],u[i],v[i],v[i-4],j[i],k[i]);       
                                                       assign su[i]=m[i]^k[i-1];
                                                     end
                                         if(i>7)
                                             begin                                                        
                                                if(i==8)
                                                   begin     
                                                      q q6(m[i-8],j[i],k[i],n[i-8],p[i],q[i]);        
                                                      assign  su[i]=m[i]^k[i-1];
                                                   end
                                                else if(i==9)
                                                   begin     
                                                      q q7(x[i-8],j[i],k[i],y[i-8],p[i],q[i]);        
                                                      assign  su[i]=m[i]^q[i-1];
                                                   end
                                                else if((i==10) || (i==11))
                                                   begin     
                                                      q q8(u[i-8],j[i],k[i],v[i-8],p[i],q[i]);         
                                                      assign  su[i]=m[i]^q[i-1];
                                                   end
                                                else
                                                   begin     
                                                      q q9(j[i-8],j[i],k[i],k[i-8],p[i],q[i]);         
                                                      assign su[i]=m[i]^q[i-1];
                                                   end
                                               if(i>15)
                                             begin                                                        
                                                if(i==16)
                                                   begin     
                                                      q q10(m[i-16],p[i],q[i],n[i-16],z[i],l[i]);       
                                                      assign  su[i]=m[i]^q[i-1];
                                                   end
                                                else if(i==17)
                                                   begin     
                                                      q q11(x[i-16],p[i],q[i],y[i-16],z[i],l[i]);       
                                                      assign  su[i]=m[i]^l[i-1];
                                                   end
                                                else if((i==18) || (i==19))
                                                   begin     
                                                      q q12(u[i-16],p[i],q[i],v[i-16],z[i],l[i]);        
                                                      assign  su[i]=m[i]^l[i-1];
                                                   end
                                                else if((i>=20) && (i<=23))
                                                   begin     
                                                      q q13(j[i-16],p[i],q[i],k[i-16],z[i],l[i]);        
                                                      assign  su[i]=m[i]^l[i-1];
                                                   end
                                                else
                                                   begin     
                                                      q q14(p[i-16],p[i],q[i],q[i-16],z[i],l[i]);        
                                                      assign su[i]=m[i]^l[i-1];
                                                   end
                                           if(i>31)
                                             begin                                                        
                                                if(i==32)
                                                   begin     
                                                      q q10(m[i-32],z[i],l[i],n[i-32],s[i],t[i]);       
                                                      assign  su[i]=m[i]^l[i-1];
                                                   end
                                                else if(i==33)
                                                   begin     
                                                      q q11(x[i-32],z[i],l[i],y[i-32],s[i],t[i]);        
                                                      assign  su[i]=m[i]^t[i-1];
                                                   end
                                                else if((i==34) || (i==35))
                                                   begin     
                                                      q q12(u[i-32],z[i],l[i],v[i-32],s[i],t[i]);        
                                                      assign  su[i]=m[i]^t[i-1];
                                                   end
                                                else if((i>=36) && (i<=39))
                                                   begin     
                                                      q q13(j[i-32],z[i],l[i],k[i-32],s[i],t[i]);        
                                                      assign  su[i]=m[i]^t[i-1];
                                                   end
                                                 else if((i>=40) && (i<=47))
                                                   begin     
                                                      q q13(p[i-32],z[i],l[i],p[i-32],s[i],t[i]);        
                                                      assign  su[i]=m[i]^t[i-1];
                                                   end
                                                else
                                                   begin     
                                                      q q14(z[i-32],z[i],l[i],l[i-32],s[i],t[i]);         
                                                      assign su[i]=m[i]^t[i-1];
                                                   end
                                             end
                                            end
                                         end
                                     end 
                                end                        
                    end                 
           end
  endgenerate 
assign g=su;
assign h={c,g};               
assign c=(n>32)?t[n-1]:((n>16)?l[n-1]:((n>8)?q[n-1]:((n>4)?k[n-1]:v[n-1])));   
endmodule
module p(              
      input a,b,
      output s,c
      );
  assign s=a^b;
  assign c=a&b;
endmodule
module q(              
      input a,b,g,f,
      output s,c
      );
  assign s=a&b;
  assign c=g|(b&f);
  endmodule
--- flow/run.sh ---
#!/bin/bash
# OpenROAD 26Q1-2900-gdf79404cd8, Yosys 0.63+post, stock flow scripts
make -C /OpenROAD-flow-scripts/flow DESIGN_CONFIG=/design/flow/config.mk WORK_HOME=/design/flow/orfs finish
--- flow/config.mk ---
export PLATFORM = sky130hd
export DESIGN_NAME = koggoe_stone_adder
export DESIGN_NICKNAME = koggoe_stone_adder
export VERILOG_FILES = /design/flow/design.v
export SDC_FILE = /design/flow/constraint.sdc
export NUM_CORES = 4
export LEC_CHECK = 1
export CORE_AREA = 10 10 148 148
export DIE_AREA = 0 0 158 158
--- flow/constraint.sdc ---
current_design koggoe_stone_adder

set clk_period 3.4
set clk_io_pct 0.2

create_clock -name clk0 -period $clk_period

set non_clock_inputs [all_inputs -no_clocks]
set_input_delay [expr $clk_period * $clk_io_pct] -clock clk0 $non_clock_inputs
set_output_delay [expr $clk_period * $clk_io_pct] -clock clk0 [all_outputs]
==> impl_metrics.tcl <==
# collected from the flow reports
set metrics [dict create \
    dr.pass1.iters 4 \
    grt_pass1_vias 6654 \
    min_path_type "input pin to primary output" \
    critPathArrivalTime_ns 2.72 \
    use_met3 0.0435 \
    crit_path_max_fanout 6 \
    synthesis.area_um2 4360 \
    final_util 0.582 \
    syn_inst 665 \
    maxSlewHeadroom 0.768 \
    via_per_inst 4.83 \
    drive_above_1_share 0.551 \
    synth_top_cell_by_area "ha_1" \
    grt.busiest_layer "met2" \
    drv_cap 0 \
    cp_slowest_stage_delay_ns 0.47 \
    die_area_um2 25000 \
    grtUsageMet1 0.208 \
    setup_ws_ns -0.00238 \
    critPathRequiredTime_ns 2.72 \
    dp_slack_ns -0.610 \
    routed_wl_um 22900 \
    dr_total_vias 6586 \
    status "finished, violations left" \
    syn_to_final_growth_pct 150 \
    final_cells 1363 \
    flops 0 \
    gp_congestion 0.958 \
    top_area_frac 0.184 \
    detail_route.wl_per_cell_um 16.8 \
    synthDistinctLibCells 46 \
    clock.fmax_ghz 0.294 \
    worst-slew-pin-transition_ns 0.349 \
    p_per_area_nw_per_um2 232 \
    ant_nets 0 \
    drt-initial-drc-count 194 \
    use_met2 0.290 \
    dieWidth_um 158 \
    yosys-stat-area_um2 4360 \
    rsz0062_at_grt "true" \
    crit_chain "clkdlybuf4s15_2, ha_4, nand2_4, nor4_4, a22oi_2, o21ai_2, buf_4, xor2_1, buf_4, clkdlybuf4s50_1" \
    cp-end-kind "primary output" \
    clkbuf_count 0 \
    path_delay_family "buffers and inverters" \
    timing.final.crit_share 1.00 \
    track_usage 0.166 \
    yosysWarnings 56 \
    rows 50 \
    die_y_um 158 \
    pin_count 259 \
    comb_area_um2 5780 \
    flop_area_um2 0 \
    failed_checks "negative setup slack" \
    maxSlewViolCount 0 \
    fp-utilization 0.233 \
    p_leak_uw 0.00480 \
    crit_path_frequent_cell "buf_4" \
    ys_cells 665 \
    nFillCells 1518 \
    crit_buf_inv 4 \
    dpl.cell_count 1286 \
    irDropWorstVdd_v 0.000139 \
    hold_viol_final 0 \
    core_area_um2 18700 \
    port-buffer-count 259 \
    finalPower_uw 2520 \
    antenna_found_initial 7 \
    setup_viol 1 \
    path_class "input pin to primary output" \
    ys_seq_frac 0 \
    startpoint_type "input pin" \
    warning_count 35 \
    slowest_stage "clkdlybuf4s50_1" \
    grt_max_degree 8 \
    grt.overflow.total 0 \
    grt_first_pass_wirelength_um 33600 \
    synth.avg_cell_area_um2 6.55 \
    finalCriticalPeriod_ns 3.40 \
    drc 0 \
    synth.area.top_cells "ha_1 18%, a21oi_1 12%, buf_4 11%, xor2_1 7.8%, o21ai_0 5.7%" \
    design_area_um2 10900 \
    place_hpwl_um 18600 \
    postPlaceCellArea_um2 8300 \
]
-- tightest hold or removal path: stages --
cell and delay, ns:
buf_2 0.10, ha_4 0.17, buf_4 0.11, xor2_1 0.07, dlymetal6s2s_1 0.13
-- logic make-up (layout without fill, tap and decap cells) --
group,count (synthesis),in the layout,synth area share
and+or+nand+nor,176,176,0.187
xor gates and xnor gates,61,61,0.123
muxes,1,1,0.00230
other,0,5,0
buffers and inverters,115,574,0.169
AOI/OAI and AO/OA,247,247,0.331
adders and majority gates,65,65,0.188
-- metal layers --
metal,part of all wire,up-vias
met1,0.43,3039
li1,-,3294
met2,0.48,222
met3,0.086,27
met5,0.00061,-
met4,0.0094,4
-- synth_stat cells (2+ instances only) --
library cell	n
buf_4	66
a21boi_0	3
buf_2	27
o21ai_1	15
clkbuf_2	11
ha_1	64
xor2_1	39
o21ai_2	2
nor4_1	4
and3_1	5
xnor2_1	22
nand4_1	37
a21o_1	7
nand2_1	64
a21oi_1	108
and2_1	3
o211ai_1	3
inv_1	9
o21ai_0	50
nand3_1	7
o31ai_1	22
nor2_1	45
nor3_1	6
o21a_1	5
a211oi_1	3
o21bai_1	14
a21oi_2	2
a31oi_1	4
-- power breakdown --
group	internal, uW	switching (uW)
registers	0	0
logic	1480	1050
clock network	0.000197	0
-- layout make-up --
type | instances | area share
tap | 234 | 0.0269
inverter | 9 | 0.00310
antenna | 5 | 0.00115
multi-input combinational | 550 | 0.530
timing repair buffer | 565 | 0.439
-- path summary, 6_finish.rpt --
check | startpoint | to | slack (ns) | cells past startpoint
max | a[43] | h[48] | -0.002 | 10
min | b[37] | h[37] | 1.93 | 5
-- layout by cell type (no fill, tap or decap), drive strengths merged, types with 3 or more instances in the layout --
cell / synthesis / layout
inv: 9 / 9
a21oi: 110 / 110
ha: 64 / 64
nor3: 6 / 6
nor2: 45 / 45
xor2: 39 / 39
nand3: 7 / 7
dlymetal6s2s: 0 / 26
dlygate4sd2: 0 / 160
a211oi: 4 / 4
nor4: 4 / 4
o21ai: 67 / 67
o21bai: 14 / 14
xnor2: 22 / 22
and2: 3 / 3
clkdlybuf4s50: 0 / 31
a21boi: 4 / 4
and3: 6 / 6
buf: 94 / 311
a31oi: 5 / 5
clkdlybuf4s15: 0 / 31
o21a: 5 / 5
clkbuf: 12 / 6
o211ai: 3 / 3
a21o: 7 / 7
nand2: 65 / 65
diode: 0 / 5
o31ai: 22 / 22
nand4: 37 / 37
-- stage by stage --
| step | hold WS [ns] | setup TNS [ns] |
|---|---|---|
| after floorplan | 1.40 | 0 |
| after global placement | 2.32 | -48.73 |
| after detailed placement | 2.31 | -48.36 |
| after CTS | 2.16 | -0.228 |
| after global routing | 1.97 | -0.741 |
| final | 1.93 | -0.00238 |
-- timing repair --
action                                  CTS  global route
gates resized                           557           163
endpoints found under the setup margin  122            61
buffers inserted                         38            38
hold buffers                              0             0
pin swaps                               178           128
Power is estimated from default activity; no workload was simulated.
